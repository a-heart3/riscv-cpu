--- design/flow/run.sh ---
#!/bin/bash
# OpenROAD 26Q1-2900-gdf79404cd8, Yosys 0.63+post, stock flow scripts
make -C /OpenROAD-flow-scripts/flow DESIGN_CONFIG=/design/flow/config.mk WORK_HOME=/design/flow/orfs finish
--- design/flow/constraint.sdc ---
current_design memory_out

set clk_period 2.6
set clk_io_pct 0.2

create_clock -name clk0 -period $clk_period

set non_clock_inputs [all_inputs -no_clocks]
set_input_delay [expr $clk_period * $clk_io_pct] -clock clk0 $non_clock_inputs
set_output_delay [expr $clk_period * $clk_io_pct] -clock clk0 [all_outputs]
--- design/flow/config.mk ---
export PLATFORM = sky130hd
export DESIGN_NAME = memory_out
export DESIGN_NICKNAME = memory_out
export VERILOG_FILES = /design/flow/design.v
export SDC_FILE = /design/flow/constraint.sdc
export NUM_CORES = 4
export LEC_CHECK = 1
export CORE_AREA = 10 10 87 87
export DIE_AREA = 0 0 97 97
--- design/flow/design.v ---
`timescale 1ns / 1ps
module memory_out(
    input  [ 7:0] data_0,
    input  [ 7:0] data_1,
    input  [ 7:0] data_2,
    input  [ 7:0] data_3,
    input  [ 2:0] mode,
    input         uint,
    input  [ 1:0] cs,
    output [31:0] data
);
wire [ 7:0] data8;
wire [15:0] data16;
wire [31:0] data32;
assign data8 = ({8{(cs == 2'b00)}} & data_0)
             | ({8{(cs == 2'b01)}} & data_1)
             | ({8{(cs == 2'b10)}} & data_2)
             | ({8{(cs == 2'b11)}} & data_3);
assign data16 = ({16{cs == 2'b00}} & {data_1, data_0})
              | ({16{cs == 2'b10}} & {data_3, data_2});
assign data32 = {data_3, data_2, data_1, data_0};
wire [31:0] data8_zero;
wire [31:0] data8_sign;
wire [31:0] data16_zero;
wire [31:0] data16_sign;
assign data8_zero = {{24{1'b0}}, data8};
assign data8_sign = {{24{data8[7]}}, data8};
assign data16_zero = {{16{1'b0}}, data16};
assign data16_sign = {{16{data16[15]}}, data16};
wire [31:0] data8_sel;
wire [31:0] data16_sel;
assign data8_sel = ({32{uint }} & data8_zero)
                 | ({32{~uint}} & data8_sign);
assign data16_sel = ({32{uint }} & data16_zero)
                  | ({32{~uint}} & data16_sign);
tmux3_1 mem_out(
    .src1  (data8_sel),
    .src2  (data16_sel),
    .src3  (data32),
    .sel   (mode),
    .result(data)
);
endmodule
`timescale 1ns / 1ps
module tmux3_1(
    input  [31:0] src1,
    input  [31:0] src2,
    input  [31:0] src3,
    input  [ 2:0] sel,
    output [31:0] result
);
assign result = ({32{sel[0]}} & src1)
              | ({32{sel[1]}} & src2)
              | ({32{sel[2]}} & src3);
endmodule
==> results.txt <==
startpoint types - input port
drt drc - 0
FP Core Util - 10.1%
Leak Pwr - 0.829 nW
critical path class - in -> out
CP Capture Type - output pin
Max-Cap Viols - 0
vias per cell - 4.10
Net Switching - 95.4 µW
Max-area cell share - 28.1%
Final min period - 2560 ps
synthesis area per yosys - 569 µm²
GPL Wtd Cong - 0.817
GRT Total Usage - 7.37%
filler cell count - 597
largest net degree at the start of global routing - 25
sw frac - 31.9%
Comb gate area - 567 µm²
Top Layout Cells - clkdlybuf4s50_1 (37), nand2_1 (29), buf_4 (18), a221o_1 (16)
final worst slack - 42.5 ps
Least-Margin Pin Slew - 405 ps
Pins Over Slew Limit - 0
DRT Wirelength - 3880 µm
Int Power - 204 µW
Warnings, synthesis - 0
Worst Path Required - 2080 ps
Yosys cell types - 17
Syn Area/Cell - 6.78 µm²
run status - completed
Synth area leader - a221o_1
most numerous logic cell after layout - clkdlybuf4s50_1
initial DRC count - 48
share of cells above drive strength 1 - 31.4%
Vias - 1013
Hold Path Depth - 4
Worst EP arrival - 2040 ps
# rows - 27
OpenROAD warnings - 33
first-pass GRT wire length - 5840 µm
GRT Residual Overflow - 0
post-detailed-route count of antenna-violating nets - 0
I/O Pins - 70
register area - 0 µm²
Yosys Instances - 84
antenna violations before repair - 0
Port-buffer cells - 70
DR pass1 iterations - 4
Mapped Cells - 84
maximum clock frequency - 391 MHz
Tcrit/Tclk final - 98.4%
die area - 9410 µm²
Hold Path Class - in -> out
worst hold slack - 1360 ps
synthesized area - 569 µm²
Die Ht - 97 µm
HPWL after DPL - 3030 µm
area growth from synthesis to layout - 182%
num sequential - 0
Die X - 97 µm
wire per inst - 15.7 µm
vias in the first global route - 1059
CORE AREA - 5640 µm²
PwrDens - 186 nW/µm²
Clk pwr share - 0%
final hold viol count - 0
worst hold start - data_3[2]
Post-synth seq share - 0%
antenna cells - 0
Setup WS pre-CTS - -557 ps
Hold Path Sink - data[26]
register share of total power - 0%
Worst slew margin - 73.0%
Main area contributors - a221o_1 (28%), nand2_1 (20%), mux2_2 (18%)
Setup TNS Final - 0 ps
Max VDD drop - 0.0780 mV
Setup violations, final - 0
# clk buffers - 0
combinational share of power - 100.0%
Crit Path Max Fanout - 2
==> kinds of logic after synthesis <==
group / synth area share, %
and+or+nand+nor: 38.7
AOI/OAI and AO/OA: 32.7
buffers and inverters: 8.13
muxes: 20.4
==> how the worst max path moves through the flow <==
stage / cells after the start / slack [ps] / to / start
4_1_cts: 7 / -50 / data[26] / cs[0]
5_1_grt: 8 / -60 / data[23] / data_0[7]
6_report: 5 / 40 / data[4] / data_1[4]
==> cell type report <==
class	instances	area share (%)
Timing Repair Buffer	98	58.9
Multi-Input combinational cell	76	35.3
Inverter	1	0.234
Tap cell	72	5.61
==> Yosys cell counts, drive strengths merged <==
master  instances
o31ai           1
mux2           10
nor3b           3
inv             1
a221o          16
a22o            1
nand2          33
nor2            1
and3b           1
clkbuf          3
buf             4
nor2b           9
a222oi          1
==> power by group through the flow <==
stage                 logic, mW  clock network [mW]  registers [mW]
after CTS                 0.281                   0               0
after global routing      0.325                   0               0
final                     0.299                   0               0
==> worst max-delay path, stage by stage <==
cell and delay [ps]:
clkdlybuf4s50_1 420, mux2_2 280, nor2b_1 140, a221o_1 260, clkdlybuf4s50_1 420
==> per-stage QoR <==
step,instance area (µm²),util (%),power [mW],cells
CTS,1470,26.0,0.281,241
detailed placement,1420,25.2,0.279,233
global placement,1420,25.2,0.279,233
floorplan,569,-,0.0789,84
finish,1610,28.5,0.299,247
global route,1610,28.5,0.325,247
==> layer usage <==
layer | vias up | GRT usage [%] | wire length [µm]
met1 | 464 | 9.41 | 1690
met2 | 51 | 12.1 | 1790
met4 | 0 | 0 | 0
li1 | 498 | - | -
met5 | - | 0 | 0
met3 | 0 | 2.94 | 393
==> what timing repair did <==
item                                    4_1_cts  5_1_grt
pin swaps                                     2        3
resized                                      47       47
endpoints found under the setup margin       32       31
gates cloned                                  1        0
hold endpoints to repair                      0        0
setup buffers                                 7        6
hold buffers                                  0        0
Power and IR drop assume default switching activity.
