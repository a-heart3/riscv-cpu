==> flow/design.v <==
`timescale 1ns / 1ps
module regfile(
    input           clk,
    input           we,
    input   [4:0]   raddr1,
    input   [4:0]   raddr2,
    input   [4:0]   waddr,
    input   [31:0]  wdata,
    output  [31:0]  rdata1,
    output  [31:0]  rdata2
);
reg [31:0]  reg_array[31:0];
always @(posedge clk) begin
    if (we) reg_array[waddr] <= wdata;
end
assign rdata1 = (raddr1 == 5'b0) ? 32'b0 : reg_array[raddr1];
assign rdata2 = (raddr2 == 5'b0) ? 32'b0 : reg_array[raddr2]; 
endmodule
==> flow/run.sh <==
#!/bin/bash
# OpenROAD 26Q1-2900-gdf79404cd8, Yosys 0.63+post, stock flow scripts
make -C /OpenROAD-flow-scripts/flow DESIGN_CONFIG=/design/flow/config.mk WORK_HOME=/design/flow/orfs finish
==> flow/config.mk <==
export PLATFORM = sky130hd
export DESIGN_NAME = regfile
export DESIGN_NICKNAME = regfile
export VERILOG_FILES = /design/flow/design.v
export SDC_FILE = /design/flow/constraint.sdc
export NUM_CORES = 4
export LEC_CHECK = 1
export CORE_UTILIZATION = 30
==> flow/constraint.sdc <==
current_design regfile

set clk_period 9.9
set clk_io_pct 0.2

create_clock -name clk0 -period $clk_period [get_ports {clk}]

set non_clock_inputs [all_inputs -no_clocks]
set_input_delay [expr $clk_period * $clk_io_pct] -clock clk0 $non_clock_inputs
set_output_delay [expr $clk_period * $clk_io_pct] -clock clk0 [all_outputs]
==> results.yml <==
# implementation run metrics
logic_synthesis:
  yosys_warnings: 1
  synth-edff-count: 1024
  synthArstFlopShare: 0
  ys_cells: 2400
  ys_area_um2: 47000
  synth_flops: 1024
  syn_avg_cell_area_um2: 19.6
  ys_seq_frac: 0.655
  synth_area_um2: 47000
  ys_types: 40
  synthCells: 2400
  flop_cell: "edfxtp_1"
route:
  post_drt_wl_per_cell_um: 31.2
  viasPerCell: 5.61
  met1_length_um: 45900
  route.met3.wl_um: 28800
  vias: 26300
  drtPass1Iterations: 7
  drc: 0
  top_layer_used: "met5"
  drtAntennaViolNets: 0
  dr_wl_met2_um: 66700
  drt-initial-drc-count: 1658
  totalWireLength_um: 146000
place:
  port_buffers: 112
  dp_hpwl_um: 87800
  place_worst_setup_slack_ps: 1700
  globalplace.congestion: 0.896
critical_path:
  cp_common_cell: "buf_4"
  cp.required_ps: 7920
  start_kind: "input pin"
  critical_path_arrival_ps: 6350
  path_cells: "buf_4, buf_4, or3_2, buf_4, nor3_4, buf_4, nor3_1, buf_4, clkdlybuf4s50_1"
  crit_buf_inv: 6
  crit_slowest_cell: "nor3_1"
  end_kind: "output port"
  slowest_delay_ps: 1100
  crit_family: "buffers and inverters"
  crit_fanout: 32
  critPathKind: "in -> out"
sta:
  worst_slew_pin_slew_ps: 1290
  rsz0062_at_grt: "no"
  fin_crit_sh: 0.841
  period_needed_ps: 8330
  setup_viol: 0
  slew-limit-headroom: 0.136
  fmax_mhz: 120
  setup_ws_ps: 1570
  final_max_slew_viol_count: 0
  setup_tns_ps: 0
  hold_viol_final: 0
pwr:
  p_switching_mw: 2.13
  vdd_ir_drop_max_mv: 0.151
  pwr-share-seq: 0.517
  p_per_area_nw_per_um2: 173
  leakage_nw: 17.1
  swShare: 0.228
  p_int_mw: 7.23
  clockPowerShare: 0.388
  combinationalPowerShare: 0.094
floorplanning:
  fp_util: 0.303
  die-area_um2: 158000
  coreArea_um2: 155000
  dieWidth_um: 398
  die_h_um: 398
  pin_count: 113
  row_count: 144
final_layout:
  regMostFlops: "reg_array"
  largest_register_ffs: 1024
  layout_top_cells: "1024 x edfxtp_1, 425 x mux4_2, 183 x mux2i_1, 146 x buf_4"
  drive_above_1_share: 0.293
  largestRegisters: "reg_array: 1024 flops"
  final_util: 0.351
  syn_to_final_growth_pct: 15.6
  layout_top_cell: "edfxtp_1"
outcome:
  outcome: "finished clean"
worst_hold_path:
  hp-class: "in -> reg"
  worstHoldEndpoint: "reg_array[1][2]$_DFFE_PP_"
  hp-start: "wdata[2]"
  hold_path_depth: 2
clock_tree:
  clkTransAtPathRegs_ps: 60
  cts_max_level: 3
  clk_path_buf_depth: 3
  cts_resized: 0
  cts_num_sinks: 1024
  cts_tree: "done"
  post-cts-setup-buffer-count: 0
  holdBufCountCts: 0
  cts_buffers: 103
  clock_tree.root_cell: "clkbuf_16"
global_route:
  grt_pass1_vias: 29500
  grt_pass1_wl_um: 208000
  grt_max_degree: 87
  grt_antenna_before_repair: 11
  gr-usage-all-layers: 0.198
  grt_overflow: 0
flow_run:
  drv_cap: 0
  tool_warnings: 26
==> cell type report <==
cell class | count | area [um2]
diodes | 3 | 7.51
fillers | 14100 | 100000
clock inverters | 56 | 385
well taps | 2044 | 2560
inverters | 25 | 98.8
flip-flops and latches | 1024 | 30700
clock buffers | 126 | 2710
repair buffers | 261 | 2300
multi-input cells | 1150 | 15500
==> power by group through the flow <==
stage	Sequential (mW)	Clock [mW]	Combinational (mW)
4_1_cts	4.84	3.70	0.884
5_1_grt	4.85	3.85	0.940
6_report	4.84	3.64	0.885
==> per-stage QoR <==
step	power (mW)	area (um2)	std cells	hold WS (ps)
2_1_floorplan	5.39	47000	2400	2080
4_1_cts	9.42	54300	4686	2080
6_report	9.37	54300	4689	2110
5_1_grt	9.64	54300	4687	2130
3_3_place_gp	5.82	51200	4503	2810
3_5_place_dp	5.82	51200	4504	2800
==> synthesized netlist by cell type, types with 12 or more instances <==
cell type | instances | area, um2
nor3_1 | 32 | 160
clkbuf_1 | 104 | 390
nor2_1 | 35 | 131
a21oi_1 | 46 | 230
nand2_1 | 65 | 244
mux4_2 | 425 | 9570
inv_1 | 25 | 93.8
buf_4 | 20 | 150
o22ai_1 | 55 | 344
a22o_1 | 62 | 543
edfxtp_1 | 1024 | 30700
mux2_1 | 19 | 214
a211o_1 | 23 | 201
a211oi_1 | 47 | 353
buf_2 | 58 | 290
a2111oi_0 | 31 | 272
and2_1 | 13 | 81.3
o221ai_1 | 31 | 272
mux2i_1 | 183 | 1830
buf_6 | 12 | 135
a221oi_1 | 23 | 201
==> per-layer routing <==
| metal | global-route usage | vias up |
|---|---|---|
| li1 | - | 10700 |
| met1 | 0.212 | 13400 |
| met2 | 0.289 | 1884 |
| met3 | 0.177 | 270 |
| met4 | 0.0459 | 28 |
| met5 | 0.0230 | - |
==> worst max-delay path by stage <==
| stage | startpoint | endpoint | slack, ps | depth (start not counted) |
|---|---|---|---|---|
| CTS | raddr2[1] | rdata2[5] | 1720 | 9 |
| global route | raddr2[1] | rdata2[5] | 1430 | 9 |
| finish | raddr2[1] | rdata2[7] | 1570 | 9 |
==> cell families after synthesis <==
logic type             synth area share
and+or+nand+nor                  0.0194
DFF                               0.655
AOI/OAI and AO/OA                0.0541
muxes                             0.249
buffers and inverters            0.0231
No activity file was given, so power comes from the tool's default toggle rates.
