### ./run.sh
#!/bin/bash
# OpenROAD 26Q1-2900-gdf79404cd8, Yosys 0.63+post, stock flow scripts
make -C /OpenROAD-flow-scripts/flow DESIGN_CONFIG=/design/flow/config.mk WORK_HOME=/design/flow/orfs finish
### ./config.mk
export PLATFORM = sky130hd
export DESIGN_NAME = alu
export DESIGN_NICKNAME = alu
export VERILOG_FILES = /design/flow/design.v
export SDC_FILE = /design/flow/constraint.sdc
export NUM_CORES = 4
export LEC_CHECK = 1
export CORE_UTILIZATION = 50
### ./constraint.sdc
current_design alu

set clk_period 21.1
set clk_io_pct 0.2

create_clock -name clk0 -period $clk_period

set non_clock_inputs [all_inputs -no_clocks]
set_input_delay [expr $clk_period * $clk_io_pct] -clock clk0 $non_clock_inputs
set_output_delay [expr $clk_period * $clk_io_pct] -clock clk0 [all_outputs]
### ./design.v
`timescale 1ns / 1ps
module alu(
    input  [31:0] src1,
    input  [31:0] src2,
    input  [10:0]  sel,
    output [31:0] result
);
wire op_add;
wire op_sub;
wire op_sll;
wire op_xor;
wire op_srl;
wire op_sra;
wire op_or ;
wire op_and;
wire op_slt;
wire op_sltu;
wire op_lui;
assign op_add  = sel[ 0];
assign op_sub  = sel[ 1];
assign op_sll  = sel[ 2];
assign op_xor  = sel[ 3];
assign op_srl  = sel[ 4];
assign op_sra  = sel[ 5];
assign op_or   = sel[ 6];
assign op_and  = sel[ 7];
assign op_slt  = sel[ 8];
assign op_sltu = sel[ 9];
assign op_lui  = sel[10];
wire [31:0] adder_src1;
wire [31:0] adder_src2;
wire [31:0] adder_result;
wire [31:0] add_sub_result;
wire [31:0] slt_result;
wire [31:0] sltu_result;
wire        adder_cin;
wire        adder_cout;
assign adder_src1 = src1;
assign adder_src2 = (op_sub | op_slt | op_sltu) ? ~src2 : src2;
assign adder_cin  = (op_sub | op_slt | op_sltu) ?  1'b1 : 1'b0;
assign {adder_cout, adder_result} = adder_src1 + adder_src2 +adder_cin;
assign add_sub_result = adder_result;
assign slt_result[31:1] = 31'b0;
assign slt_result[0]    = (src1[31] & ~src2[31])
                        | (~(src1[31] ^ src2[31])) & adder_result[31];
assign sltu_result[31:1] = 31'b0;
assign sltu_result[0]    = ~adder_cout;
wire [31:0] sll_result;
wire [31:0] srl_result;
wire [31:0] sra_result;
assign sll_result = src1 << src2[4:0];
assign srl_result = src1 >> src2[4:0];
assign sra_result = ($signed(src1)) >>> src2[4:0];
wire [31:0] xor_result;
wire [31:0] or_result;
wire [31:0] and_result;
wire [31:0] lui_result;
assign xor_result = src1 ^ src2;
assign or_result  = src1 | src2;
assign and_result = src1 & src2;
assign lui_result = {src2[19:0], 12'b0};
assign result = ({32{op_add | op_sub}} & add_sub_result)
              | ({32{op_sll         }} & sll_result)
              | ({32{op_xor         }} & xor_result)
              | ({32{op_srl         }} & srl_result)
              | ({32{op_sra         }} & sra_result)
              | ({32{op_or          }} &  or_result)
              | ({32{op_and         }} & and_result)
              | ({32{op_slt         }} & slt_result)
              | ({32{op_sltu        }} & sltu_result)
              | ({32{op_lui         }} & lui_result);
endmodule
==> summary.txt <==
Implementation results are summarized by area below.

Power
VDD sags by at most ~0.019 mV. Summed over all cells, the static leakage comes to around 3.8 nW. The power per unit of standard cell area is between 30 and 40 nW/um^2. The completed layout was analyzed and its total power is about 270 uW.

Drt
The first-pass iteration count of the detailed router is 7. The total DRC errors in the routed layout is 0. The post-detailed-routing wire length is between 30000 and 40000 microns. The antenna diode count is 0. The number of antenna-violating nets in the routed design is 0. After detailed routing, the number of vias per cell comes to ~6.7.

In the final routed layout, each cell accounts on average for about 25 microns. The initial detailed-routing violation count is approximately 990. The total vias in the final route is roughly 9100.

Timing
The final tally of setup violations is 0. After layout, the minimum clock period comes to around 13 ns. The remaining max-slew budget at the tightest pin is 0.4341. The post-route worst hold slack is 9.503 ns. The total negative setup slack is 0 ns.

The final clock period utilization by the worst path is 0.6036. Setup repair after global routing left no endpoint under its margin. The total count of max-transition violations in the final report is 0. The final count of hold timing violations is 0. The transition time of the tightest slew-check pin is 0.8252 ns.

Static timing analysis puts the maximum clock frequency at 0.07852 GHz.

Synthesis
A synthesized cell averages 6.706 sq um. The share of the Yosys chip area taken by registers is 0. The largest area contributor in the synthesized netlist is sky130_fd_sc_hd__ha_1. After synthesis, the netlist uses around 63 different library cells.

The number of instances in the synthesized netlist is about 1100. The number of cells reported by Yosys stat comes to 1134. The most common cell in the netlist is sky130_fd_sc_hd__nand2_1. The fraction of synthesized cell area taken by the top area cell type is 0.1662. Sorting the synthesized cells by how often they occur yields sky130_fd_sc_hd__nand2_1 (122), sky130_fd_sc_hd__nor2_1 (115), sky130_fd_sc_hd__o21ai_0 (105). The main area contributors are sky130_fd_sc_hd__ha_1 (17%), sky130_fd_sc_hd__mux2i_1 (8.7%), sky130_fd_sc_hd__o21ai_0 (6.9%). The synthesized chip area reported by yosys is approximately 7600 sq um. The area of the mapped netlist is 7605 sq um. The synthesis report lists the Yosys warning total as 0.

Critical path
The critical path data arrival time is 8.52 ns. The largest fanout on the critical path is 32. Looking at the setup timing report, the critical path kind is in2out. The critical path endpoint has a required time of 16.88 ns. The kind of launch point of the worst setup path is a primary input. The worst setup path is captured at an output port.

Floorplan
In this run the count of I/O pins placed on the die edge is 107. After floorplanning, the core was divided into between 40 and 50 placement rows. The die is ~130 microns wide. The total core area is between 10000 and 15000 sq um.

The floorplan die height is 125.3 microns. The initial core utilization is 0.5174. The total die size is between 15000 and 20000 sq um.

Layout
The footprint of the multi-input gates is 6950 sq um. The cell area after layout is about 8700 sq um. The final layout report lists a filler cell count of 1432. The utilization after layout is 0.5911.

The design has 0 sequential cells. The layout cell share with drive strength beyond 1 is 0.06117. Per the run report, area growth between synthesis and finish was 14.25%.

The sequential cells in the finished layout cover a total of 0 sq um. After layout, the clock buffer instance count stands at 0.

Run
The number of max-cap violations is 0. In this run the tools logged warnings totalling a little over 70.

Global route
The maximum number of pins on one net before global-route repair is around 64. The overall overflow remaining after global route is 0. The first global-routing pass estimated just over 50000 microns of wire.

The number of antenna violations at the first check in global routing is 0. Across every metal layer, demand over resource in global routing totals 0.4412. The via count of the first global-routing pass is 8383.

Placed design
The placer congestion estimate is between 1 and 1.5. During placement, the flow inserted port buffers numbering about 110. In this run the cell area measured after placement is just under 9000 sq um. The wire-length estimate of the detail-placed layout is 26590 microns.

Worst hold path
STA reports the tightest min-delay check as being of type in2out. In the hold report, the worst path ends at result[12]. The start point of the worst min-delay path is src2[0]. The worst hold path cell count is 4.

Clocking
The hold-fix buffer count after cts is 0. In this run the post-CTS setup repair buffer count came out at 0. Once the clock tree was built, the resizer swapped 0 gates to a different size.

Run status
The flow ran to the end, and the final reports show no timing, DRC or antenna violations.
[critical path: stages]
cell                              delay, ns
sky130_fd_sc_hd__clkdlybuf4s50_1       0.45
sky130_fd_sc_hd__nor3_2                0.19
sky130_fd_sc_hd__buf_4                 0.49
sky130_fd_sc_hd__xnor2_1               0.25
sky130_fd_sc_hd__fa_1                  0.27
sky130_fd_sc_hd__a21oi_1               0.09
sky130_fd_sc_hd__o21ai_0               0.25
sky130_fd_sc_hd__nand3_1               0.14
sky130_fd_sc_hd__a211oi_1              0.47
sky130_fd_sc_hd__o21a_1                0.25
sky130_fd_sc_hd__a41oi_1               0.33
sky130_fd_sc_hd__or4_1                 0.50
sky130_fd_sc_hd__nand4_1               0.10
sky130_fd_sc_hd__clkdlybuf4s50_1       0.46
[per-layer routing]
layer	wire length, microns	GRT usage	vias to the layer above
met5	0	0	-
met4	1578	0.1693	0
met3	4545	0.1361	93
met2	13660	0.6208	539
met1	14100	0.6321	4207
li1	-	-	4248
[layout make-up]
type	count	area share
inverters	85	0.03672
multi-input cells	967	0.8000
well taps	184	0.02650
repair buffers	125	0.1368
[cells by family (layout without fill, tap and decap cells)]
family                     Yosys count  in the layout  synth area share
muxes                              106            106            0.1802
adders and majority gates          102            102            0.1688
and+or+nand+nor                    330            330            0.1895
AOI/OAI and AO/OA                  381            381            0.3195
buffers and inverters              167            210           0.08671
xor gates and xnor gates            48             48           0.05528
[per-stage QoR]
| stage | setup slack [ns] | cells |
|---|---|---|
| finish | 8.364 | 1361 |
| floorplan | 9.593 | 1134 |
| CTS | 8.447 | 1361 |
| global placement | 8.467 | 1361 |
| global route | 8.167 | 1361 |
| detailed placement | 8.462 | 1361 |
[report_power, final]
group | internal, mW | switching, mW | total [mW]
Combinational | 0.107 | 0.161 | 0.269
Clock | 0 | 0 | 0
Sequential | 0 | 0 | 0
Total | 0.107 | 0.161 | 0.269
[how the worst max path moves through the flow]
stage | start | to | slack, ns | cells after the start
6_report | sel[9] | result[30] | 8.36 | 14
5_1_grt | sel[9] | result[26] | 8.17 | 14
4_1_cts | sel[9] | result[30] | 8.45 | 14
[cells in the final DEF, fill, tap and decap left out, drive strengths merged, types with 6 or more instances in the layout]
| cell | count |
|---|---|
| a21oi | 99 |
| buf | 22 |
| o22ai | 12 |
| a211oi | 15 |
| a31oi | 13 |
| xnor2 | 41 |
| and2 | 8 |
| clkdlybuf4s50 | 103 |
| o21a | 7 |
| a211o | 9 |
| o221ai | 9 |
| nor2 | 115 |
| ha | 101 |
| xor2 | 7 |
| o211ai | 18 |
| a22oi | 13 |
| o31ai | 6 |
| a21o | 12 |
| nand2b | 8 |
| and3 | 6 |
| or3 | 7 |
| inv | 85 |
| nand4 | 8 |
| nand2 | 122 |
| a221o | 7 |
| nor3 | 16 |
| a221oi | 18 |
| nand3 | 20 |
| o2111ai | 9 |
| mux2 | 17 |
| o21ai | 107 |
| mux4 | 23 |
| mux2i | 66 |
Power is estimated from default activity; no workload was simulated.
